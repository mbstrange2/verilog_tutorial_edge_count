<file path="design/flow/config.mk">
export PLATFORM = sky130hd
export DESIGN_NAME = edge_cnt_gold
export DESIGN_NICKNAME = edge_cnt_gold
export VERILOG_FILES = /design/flow/design.v
export SDC_FILE = /design/flow/constraint.sdc
export NUM_CORES = 4
export LEC_CHECK = 1
export CORE_AREA = 10 10 105 105
export DIE_AREA = 0 0 115 115
</file>
<file path="design/flow/constraint.sdc">
current_design edge_cnt_gold

set clk_period 6.5
set clk_io_pct 0.2

create_clock -name clk0 -period $clk_period [get_ports {clk}]

set non_clock_inputs [all_inputs -no_clocks]
set_input_delay [expr $clk_period * $clk_io_pct] -clock clk0 $non_clock_inputs
set_output_delay [expr $clk_period * $clk_io_pct] -clock clk0 [all_outputs]
</file>
<file path="design/flow/design.v">
module edge_cnt_gold
#(
    parameter EDGES = 32
)
(
    input logic clk,
    input logic rst_n,
    input logic in,
    output logic out
);
logic [31:0] count;       
logic [31:0] count_next;
logic in_rising_edge;
logic in_q;
always_ff @(posedge clk, negedge rst_n) begin  
    if(!rst_n) begin
        in_q <= '0;
    end
    else begin
        in_q <= in;
    end
end
always_comb begin  
    in_rising_edge = in & ~in_q;
    count_next = in_rising_edge ? count + 1 : count;
end
always_ff @(posedge clk, negedge rst_n) begin
    if(!rst_n) begin
        count <= '0;
    end  
    else begin
        count <= (count == EDGES) ? in_rising_edge : count_next;
    end
end
assign out = (count_next == EDGES);
endmodule
</file>
<file path="design/flow/run.sh">
#!/bin/bash
# OpenROAD 26Q1-2900-gdf79404cd8, Yosys 0.63+post, stock flow scripts
make -C /OpenROAD-flow-scripts/flow DESIGN_CONFIG=/design/flow/config.mk WORK_HOME=/design/flow/orfs finish
</file>
==> results.sh <==
# source this file to load flow results
export IMPL_status="completed"
export IMPL_netlist_top_cells_area="dfrtp_1 (44%), xnor2_1 (12%), nand3_1 (4.5%)"
export IMPL_maxSlewHeadroom_pct=59.7
export IMPL_fp_coreArea_sq_um=8760
export IMPL_chip_area_sq_um=13200
export IMPL_arr_time_crit_path_ns=4.02
export IMPL_tritoncts_clock_tree="done"
export IMPL_vias=1428
export IMPL_antenna_diode_count=0
export IMPL_crit_buf_inv=2
export IMPL_min_path_type="register to register"
export IMPL_first_global_vias=1416
export IMPL_hold_start="count[7]"
export IMPL_latency_at_later_pin_ns=0.28
export IMPL_area_fraction_in_full_adders_half_adders_and_majority_gates_pct=1.34
export IMPL_place_congestion=0.864
export IMPL_count_of_tritonroute_iterations_in_the_first_routing_pass=4
export IMPL_grt_overflow=0
export IMPL_synthCells=196
export IMPL_stdcell_count=312
export IMPL_critPathKind="input pin to output pin"
export IMPL_numCtsBuffers=5
export IMPL_p_leak_nw=0.838
export IMPL_cp_max_stage_delay_ns=0.54
export IMPL_synth_logic_top_family="simple AND/OR/NAND/NOR gates"
export IMPL_detailedRoute_firstIterationViolations=105
export IMPL_warning_count=26
export IMPL_clk_pin_slew_ns=0.06
export IMPL_hold_violations=0
export IMPL_cellPowerDensity_nw_per_um2=236
export IMPL_ordered_cell_list_for_the_critical_path="clkdlybuf4s50_1 > nand2b_1 > nor3_1 > nand3_1 > xnor2_1 > nor4_1 > and4_1 > nor4b_2 > clkdlybuf4s50_1"
export IMPL_synthesis_area_per_instance_sq_um=9.56
export IMPL_design_power_total_mw=0.501
export IMPL_synth_cellmix_simpleShare_pct=30.7
export IMPL_postSynthRegisterBits=33
export IMPL_cpMaxStageDelayCell="clkdlybuf4s50_1"
export IMPL_yosysUniqueCellTypes=37
export IMPL_synth_cell_area_sq_um=1870
export IMPL_synth_async_sr_flop_share_pct=100
export IMPL_final_util_pct=24.2
export IMPL_row_count=34
export IMPL_synth_top_cell_by_area="dfrtp_1"
export IMPL_yosys_mux_area_fraction_pct=0.534
export IMPL_clk_path_buf_depth=2
export IMPL_cts_root_buffer_cell="clkbuf_8"
export IMPL_ant_nets=0
export IMPL_worst_setup_path_end_kind="output pin"
export IMPL_proportion_of_netlist_area_held_by_the_largest_area_contributor_pct=44.1
export IMPL_timing_critical_path_max_delay_family="simple AND/OR/NAND/NOR gates"
export IMPL_io_pins=4
export IMPL_place_hpwl_microns=2840
export IMPL_r2r_start="count[8]"
export IMPL_port_buffer_count=3
export IMPL_synth_sequential_area_ratio_pct=44.1
export IMPL_clock_fmax_ghz=0.188
export IMPL_hold_buf_count_cts=0
export IMPL_post_cts_resized_instances=0
export IMPL_rsz0062_at_grt="false"
export IMPL_setup_tns_ns=0
export IMPL_drt_vias_per_instance=4.58
export IMPL_dominantRegCellSynth="dfrtp_1"
export IMPL_yosys_stat_cells=196
export IMPL_area_growth_synth_to_final_pct=13.4
export IMPL_finalWirelength_microns=3900
export IMPL_cts_repair_timing_setup_buffer_count=0
export IMPL_cts_sinks=33
export IMPL_max_h_tree_level=2
export IMPL_setup_viol=0
export IMPL_xor_area_share_pct=15.9
export IMPL_wl_per_cell_microns=12.5
export IMPL_crit_path_start="in"
export IMPL_synth_compound_gate_area_share_pct=4.48
export IMPL_largest_net_degree_at_the_start_of_global_routing=34
export IMPL_placedCellCount=304
export IMPL_yosysChipArea_sq_um=1870
export IMPL_worst_slew_pin_slew_ns=0.600
export IMPL_fin_skew_ns=0.00653
export IMPL_drt_drc_violations_left=0
export IMPL_critical_path_peak_fanout=5
export IMPL_drive_above_1_share_pct=7.84
export IMPL_cap_viol_max_count=0
export IMPL_synth_warnings=1
export IMPL_antenna_found_initial=0
export IMPL_fp_dieW_microns=115
export IMPL_required_ns=5.20
export IMPL_fp_util_pct=21.4
export IMPL_final_max_slew_violation_count=0
export IMPL_edf_count=0
export IMPL_final_min_clock_period_ns=5.32
export IMPL_type_of_element_launching_the_critical_path="input pin"
export IMPL_final_period_utilization_pct=81.9
export IMPL_grt_pass1_wl_microns=7090
export IMPL_worst_ir_drop_vdd_mv=0.0881
export IMPL_timing_critical_path_mode_cell="clkdlybuf4s50_1"
export IMPL_groute_usage_overall_pct=6.39
export IMPL_die_h_microns=115
==> final timing paths <==
kind / end / slack, ns / cells after the start
worst max register to register: count[27] / 4.43 / 5
min in group asynchronous: count[28] / 1.42 / 2
worst min register to register: count[7] / 0.50 / 1
worst max-delay path: out / 1.18 / 9
max in group asynchronous: count[1] / 4.77 / 2
worst min-delay path: count[7] / 0.50 / 1
==> layer usage <==
metal	vias to the layer above	track usage [%]	routed length [microns]	part of all wire, %
met3	8	1.69	156	4.0
met4	0	0.660	44	1.1
li1	716	-	-	-
met5	-	0	0	0
met2	17	8.75	1570	40
met1	687	10.1	2130	55
==> sequential cells by signal (all words and copies together), names as in the netlist <==
name   count
count     32
in_q       1
==> where the power goes <==
| part | switching (mW) | internal, mW | leakage [nW] | total [mW] |
|---|---|---|---|---|
| registers | 0.0276 | 0.227 | 0.437 | 0.254 |
| clock network | 0.0725 | 0.0761 | 0.0395 | 0.149 |
| logic | 0.0551 | 0.0432 | 0.361 | 0.0983 |
| total | 0.155 | 0.346 | 0.838 | 0.501 |
==> placed cells by master (no fill, tap or decap), drive strengths merged <==
cell and count:
nand3b 1, nand2b 1, and4 1, inv 7, ha 2, nor4b 2
o22ai 2, a211o 1, nand2 13, nand4b 2, nor2b 2, or3 2
o21ai 2, nor3 8, buf 4, clkbuf 8, nor3b 2, o31ai 1
a211oi 1, xnor2 25, nand3 17, nor4 11, a41oi 1, clkdlybuf4s50 3
a32oi 1, dfrtp 33, mux2i 1, nand4 12, and3 4, a21oi 4
nor2 21, xor2 9
==> logic make-up after synthesis <==
logic type               Yosys count
AND/OR/NAND/NOR                   99
adder cells (fa/ha/maj)            2
flip-flops                        33
buffers and inverters             14
multiplexers                       1
XOR/XNOR                          34
AND-OR/OR-AND                     13
==> final cells by class <==
type	instances	area, sq um
flip-flops and latches	33	826
well taps	108	135
inverters	7	26.3
multi-input cells	149	997
clock buffers	8	80.1
fillers	923	6640
repair buffers	7	60.1
==> cell usage after synthesis (all sizes together) (2+ instances only) <==
library cell	instances
xnor2	25
nand2	13
nand3	17
xor2	9
or3	2
nand4b	2
nor2b	2
inv	7
nor4	11
o22ai	2
buf	3
nor4b	2
nor2	21
nor3b	2
dfrtp	33
clkbuf	4
nand4	12
and3	4
ha	2
o21ai	2
a21oi	4
nor3	8
==> metrics by stage <==
stage | hold slack, ns | setup slack [ns] | instance area (sq um)
after floorplan | 0.465 | 2.50 | 1870
after global placement | 0.489 | 1.21 | 2040
after detailed placement | 0.493 | 1.19 | 2040
after CTS | 0.504 | 1.15 | 2120
after global routing | 0.526 | 0.892 | 2120
final | 0.503 | 1.18 | 2120
Power is estimated from default activity; no workload was simulated.
